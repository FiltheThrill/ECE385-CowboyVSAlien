`./design.v`:
```
module ALaser ( input         Clk,                 
                             Reset,               
                             frame_clk,           
									  GG,
					input [7:0]	  key0, key1, key2, key3, key4, key5,
               input [9:0]   AlienX, AlienY,
					output[9:0]	  LaserX, LaserY 
				 );
	 parameter [9:0] Laser_X_Center = 0;
	 parameter [9:0] Laser_Y_Center = 500;
	 parameter [9:0] Laser_Y_Gun = 10'd83;
	 parameter [9:0] Laser_X_Gun = 10'd14;
	 parameter [9:0] Laser_Y_Min = 10'd0;        
    parameter [9:0] Laser_Y_Max = 10'd462;      
	 parameter [9:0] Cowboy_X_Step = 10'd2;
    parameter [9:0] Laser_Y_Step = 10'd6;
	 parameter [9:0] LaserH = 10'd8;
	 parameter [9:0] LaserW = 10'd4;
	 parameter [7:0] A = 8'd4;
	 parameter [7:0] D = 8'd7;
	 parameter [7:0] Space = 8'h2c;
	 logic [9:0] Laser_AlienG;
	 logic [9:0] Laser_X_Pos, Laser_Y_Pos, Laser_Y_Motion, Laser_X_Motion;
	 logic [9:0] Laser_X_Pos_in, Laser_Y_Pos_in, Laser_Y_Motion_in, Laser_X_Motion_in;
	 assign Laser_AlienG = Laser_X_Gun + AlienX;
	 logic [46:0] Lcounter, Lcounter_in;
	 enum logic [4:0] {Idle, Spawn, Wait1, Wait2, Wait3, Wait4, Wait5, Land, Gameover} State, Next_State;
	 logic frame_clk_delayed, frame_clk_rising_edge;
    always_ff @ (posedge Clk) begin
        frame_clk_delayed <= frame_clk;
        frame_clk_rising_edge <= (frame_clk == 1'b1) && (frame_clk_delayed == 1'b0);
    end
	 always_ff @ (posedge Clk)
    begin
        if (Reset)
        begin
				Laser_X_Pos <= Laser_X_Center;
            Laser_Y_Pos <= Laser_Y_Center;
				Laser_X_Motion <= 10'd0;
            Laser_Y_Motion <= 10'd0;
				Lcounter <= 46'd0;
				State <= Idle;
        end
        else if(((State == Idle) || (State == Spawn)) && (key0 == Space) || (key1 == Space) || (key2 == Space) || (key3 == Space) || (key4 == Space) || (key5 == Space))
			begin
				Laser_X_Pos <= Laser_AlienG;
				Laser_Y_Pos <= Laser_Y_Gun;
				Laser_Y_Motion <= Laser_Y_Step;
				Lcounter <= 46'd0;
				State <= Wait1;
			end
		  else if(State == Idle)
			begin
				Laser_X_Pos <= Laser_X_Center;
				Laser_Y_Pos <= Laser_Y_Center;
			end
		  else
			begin
            Laser_Y_Pos <= Laser_Y_Pos_in;
				Laser_X_Pos <= Laser_X_Pos_in;
            Laser_Y_Motion <= Laser_Y_Motion_in;
				Laser_X_Motion <= Laser_X_Motion_in;
				Lcounter <= Lcounter_in + 1'b1;
				State <= Next_State;
			end
    end
	 always_comb
    begin
        Laser_Y_Pos_in = Laser_Y_Pos;
        Laser_Y_Motion_in = Laser_Y_Motion;
		  Laser_X_Motion_in = Laser_X_Motion;
		  Laser_X_Pos_in = Laser_X_Pos;
		  Lcounter_in = Lcounter;
		  Next_State = State;
			if (frame_clk_rising_edge)
				begin	
					unique case(State)
						Idle:
							begin
								Laser_Y_Motion_in = 10'd0;
								if(GG == 1'b1)
									begin
										Next_State = Gameover;
									end
								else if((key0 == Space) || (key1 == Space) || (key2 == Space) || (key3 == Space) || (key4 == Space) || (key5 == Space))
									begin
										Lcounter_in = 46'd0;
										Next_State = Spawn;
									end
							end
						Spawn:
							begin
								if(GG == 1'b1)
									begin
										Next_State = Gameover;
									end
								else
									begin
										Lcounter_in = 46'd0;
										Next_State = Wait1;
									end
							end
						Wait1:
							begin
								if(GG == 1'b1)
									begin
										Next_State = Gameover;
									end
								else if((Laser_Y_Pos + LaserH) >= Laser_Y_Max)
									begin
										Laser_Y_Pos_in = Laser_Y_Center;
										Laser_X_Motion_in = 10'd0;
										Laser_Y_Motion_in = 10'd0;
										Next_State = Idle;
									end
								else if((Lcounter <= 10000000) && ((key0 == A) || (key1 == A) || (key2 == A) || (key3 == A) || (key4 == A) || (key5 == A)))
									begin
										Laser_X_Motion_in = Cowboy_X_Step;
										Laser_Y_Motion_in = Laser_Y_Step;
									end
								else if((Lcounter <= 10000000) && ((key0 == D) || (key1 == D) || (key2 == D) || (key3 == D) || (key4 == D) || (key5 == D)))
									begin
										Laser_Y_Motion_in = Laser_Y_Step;
										Laser_X_Motion_in = (~(Cowboy_X_Step) + 1'b1);
									end
								else if(Lcounter <= 10000000)
									begin
										Laser_X_Motion_in = 10'd0;
										Laser_Y_Motion_in = Laser_Y_Step;
									end
								else
									begin
										Lcounter_in = 46'd0;
										Next_State = Wait2;
									end
							end
					Wait2:
							begin
								if(GG == 1'b1)
									begin
										Next_State = Gameover;
									end
								else if((Laser_Y_Pos + LaserH) >= Laser_Y_Max)
									begin
										Laser_Y_Pos_in = Laser_Y_Center;
										Laser_X_Motion_in = 10'd0;
										Laser_Y_Motion_in = 10'd0;
										Next_State = Idle;
									end
								else if((Lcounter <= 10000000) && ((key0 == A) || (key1 == A) || (key2 == A) || (key3 == A) || (key4 == A) || (key5 == A)))
									begin
										Laser_X_Motion_in = Cowboy_X_Step;
										Laser_Y_Motion_in = Laser_Y_Step;
									end
								else if((Lcounter <= 10000000) && ((key0 == D) || (key1 == D) || (key2 == D) || (key3 == D) || (key4 == D) || (key5 == D)))
									begin
										Laser_Y_Motion_in = Laser_Y_Step;
										Laser_X_Motion_in = (~(Cowboy_X_Step) + 1'b1);
									end
								else if(Lcounter <= 10000000)
									begin
										Laser_X_Motion_in = 10'd0;
										Laser_Y_Motion_in = Laser_Y_Step;
									end
								else
									begin
										Lcounter_in = 46'd0;
										Next_State = Wait3;
									end
							end
						Wait3:
							begin
								if(GG == 1'b1)
									begin
										Next_State = Gameover;
									end
								else if((Laser_Y_Pos + LaserH) >= Laser_Y_Max)
									begin
										Laser_Y_Pos_in = Laser_Y_Center;
										Laser_X_Motion_in = 10'd0;
										Laser_Y_Motion_in = 10'd0;
										Next_State = Idle;
									end
								else if((Lcounter <= 10000000) && ((key0 == A) || (key1 == A) || (key2 == A) || (key3 == A) || (key4 == A) || (key5 == A)))
									begin
										Laser_X_Motion_in = Cowboy_X_Step;
										Laser_Y_Motion_in = Laser_Y_Step;
									end
								else if((Lcounter <= 10000000) && ((key0 == D) || (key1 == D) || (key2 == D) || (key3 == D) || (key4 == D) || (key5 == D)))
									begin
										Laser_Y_Motion_in = Laser_Y_Step;
										Laser_X_Motion_in = (~(Cowboy_X_Step) + 1'b1);
									end
								else if(Lcounter <= 10000000)
									begin
										Laser_X_Motion_in = 10'd0;
										Laser_Y_Motion_in = Laser_Y_Step;
									end
								else
									begin
										Lcounter_in = 46'd0;
										Next_State = Wait4;
									end
							end
						Wait4:
							begin
								if(GG == 1'b1)
									begin
										Next_State = Gameover;
									end
								else if((Laser_Y_Pos + LaserH) >= Laser_Y_Max)
									begin
										Laser_Y_Pos_in = Laser_Y_Center;
										Laser_X_Motion_in = 10'd0;
										Laser_Y_Motion_in = 10'd0;
										Next_State = Idle;
									end
								else if((Lcounter <= 10000000) && ((key0 == A) || (key1 == A) || (key2 == A) || (key3 == A) || (key4 == A) || (key5 == A)))
									begin
										Laser_X_Motion_in = Cowboy_X_Step;
										Laser_Y_Motion_in = Laser_Y_Step;
									end
								else if((Lcounter <= 10000000) && ((key0 == D) || (key1 == D) || (key2 == D) || (key3 == D) || (key4 == D) || (key5 == D)))
									begin
										Laser_Y_Motion_in = Laser_Y_Step;
										Laser_X_Motion_in = (~(Cowboy_X_Step) + 1'b1);
									end
								else if(Lcounter <= 10000000)
									begin
										Laser_X_Motion_in = 10'd0;
										Laser_Y_Motion_in = Laser_Y_Step;
									end
								else
									begin
										Lcounter_in = 46'd0;
										Next_State = Wait5;
									end
							end
						Wait5:
							begin
								if(GG == 1'b1)
									begin
										Next_State = Gameover;
									end
								else if((Laser_Y_Pos + LaserH) >= Laser_Y_Max)
									begin
										Laser_Y_Pos_in = Laser_Y_Center;
										Laser_X_Motion_in = 10'd0;
										Laser_Y_Motion_in = 10'd0;
										Next_State = Idle;
									end
								else if((Lcounter <= 10000000) && ((key0 == A) || (key1 == A) || (key2 == A) || (key3 == A) || (key4 == A) || (key5 == A)))
									begin
										Laser_X_Motion_in = Cowboy_X_Step;
										Laser_Y_Motion_in = Laser_Y_Step;
									end
								else if((Lcounter <= 10000000) && ((key0 == D) || (key1 == D) || (key2 == D) || (key3 == D) || (key4 == D) || (key5 == D)))
									begin
										Laser_Y_Motion_in = Laser_Y_Step;
										Laser_X_Motion_in = (~(Cowboy_X_Step) + 1'b1);
									end
								else if(Lcounter <= 10000000)
									begin
										Laser_X_Motion_in = 10'd0;
										Laser_Y_Motion_in = Laser_Y_Step;
									end
								else
									begin
										Lcounter_in = 46'd0;
										Next_State = Land;
									end
							end
						Land:
							begin
								if(GG == 1'b1)
									begin
										Next_State = Gameover;
									end
								else if((Laser_Y_Pos + LaserH) >= Laser_Y_Max)
									begin
										Laser_Y_Pos_in = Laser_Y_Center;
										Laser_X_Motion_in = 10'd0;
										Laser_Y_Motion_in = 10'd0;
										Next_State = Idle;
									end
								else if((key0 == A) || (key1 == A) || (key2 == A) || (key3 == A) || (key4 == A) || (key5 == A))
									begin
										Laser_X_Motion_in = Cowboy_X_Step;
										Laser_Y_Motion_in = Laser_Y_Step;
									end
								else if((key0 == D) || (key1 == D) || (key2 == D) || (key3 == D) || (key4 == D) || (key5 == D))
									begin
										Laser_X_Motion_in = (~(Cowboy_X_Step) + 1'b1);
										Laser_Y_Motion_in = Laser_Y_Step;
									end
								else 
									begin
										Laser_X_Motion_in = 10'd0;
										Laser_Y_Motion_in = Laser_Y_Step;
									end
							end
						Gameover:
							begin
								Laser_X_Motion_in = 10'd0;
								Laser_Y_Motion_in = 10'd0;
							end
						default:;
					endcase
				Laser_X_Pos_in = Laser_X_Motion + Laser_X_Pos;
				Laser_Y_Pos_in = Laser_Y_Motion + Laser_Y_Pos;
			end
		end
	assign LaserX = Laser_X_Pos;
	assign LaserY = Laser_Y_Pos;
endmodule
```
`./run.sh`:
```
#!/bin/bash
# OpenROAD 26Q1-2900-gdf79404cd8, Yosys 0.63+post, stock flow scripts
make -C /OpenROAD-flow-scripts/flow DESIGN_CONFIG=/design/flow/config.mk WORK_HOME=/design/flow/orfs finish
```
`./config.mk`:
```
export PLATFORM = sky130hd
export DESIGN_NAME = ALaser
export DESIGN_NICKNAME = ALaser
export VERILOG_FILES = /design/flow/design.v
export SDC_FILE = /design/flow/constraint.sdc
export NUM_CORES = 4
export LEC_CHECK = 1
export CORE_UTILIZATION = 40
```
`./constraint.sdc`:
```
current_design ALaser

set clk_period 19.2
set clk_io_pct 0.2

create_clock -name clk0 -period $clk_period [get_ports {Clk}]

set non_clock_inputs [all_inputs -no_clocks]
set_input_delay [expr $clk_period * $clk_io_pct] -clock clk0 $non_clock_inputs
set_output_delay [expr $clk_period * $clk_io_pct] -clock clk0 [all_outputs]
```
==> changes_impl.md <==
## Implementation

* Slew headroom at 44.86%
* Adder-Cell Fraction of Synth Area at 3.851%
* Antenna violations before repair at 0
* Setup TNS at 0 ns
* Post-CTS setup repair buffer count at 0
* Fin. Hold Viols at 0
* Core Area at 0.01272 mm²
* Post-Synth AOI/OAI Area at 22.03%
* Via count at 5,369
* Status: complete, no violations
* Final RePlAce weighted congestion at 0.8691
* Min Tclk post-route at 8.151 ns
* TritonRoute pass-1 iters at 5
* CTS tree: yes
* OpenROAD warning count at 35
* Peak supply drop at 0.03490 mV
* EDFF count, synth at 0
* Vias in the first global route at 5,097
* Yosys stat area at 0.005264 mm²
* Synthesized area at 0.005264 mm²
* Final Cycle Share at 42.45%
* Layout Area Growth over Synthesis at 23.41%
* Synth unique cells at 74
* Final setup fails at 0
* Hold-fix buffers at CTS at 0
* WL/cell at 15.58 µm
* Root Driver: clkbuf_16
* Critical path class: in2reg
* R2R setup slack at 13.88 ns
* Post-cts sizing count at 0
* Num rows at 41
* Largest net degree at the start of global routing at 37
* Post-synthesis sequential area ratio at 30.43%
* Max Buffers Root-to-Sink at 2
* ANT nets after route at 0
* Worst setup EP type: flip-flop
* DIE AREA at 0.01362 mm²
* Total track usage at 23.02%
* Startpoint Class: primary input
* Slowest CP cell: nor2_1
* First-pass GRT wire length at 24,460 µm
* Clk pin slew, worst setup/hold paths at 0.06 ns
* P_leak at 2.252 nW
* Power Density at 58.54 mW/mm²
* Remaining Overflow, GRT at 0
* Max-Cap Viols at 0
* FFs w/ async S/R, synth at 0%
* Most used cell, CP: nand3_1
* Cells in synth_stat.txt at 683
* Antenna cells at 0
* Dominant combinational family: simple AND/OR/NAND/NOR gates
* Peak Freq at 0.1227 GHz
* CP delay by family, top: simple AND/OR/NAND/NOR gates
* Pre-placement core utilization at 41.37%
* CTS sink cnt at 80
* Worst slew pin tran at 0.8216 ns
* Crit-path cells: clkdlybuf4s50_1 > nor4b_1 > nand4_1 > nand3_1 > nor3_1 > o21a_1 > or2_1 > and2_1 > ha_1 > nand3_1 > nor4_4 > nand4_1 > nor2_1 > nand3_1 > or3_1 > mux2i_1
* RSZ-0062 raised after global routing: no
* Simple share at 33.14%
* PortBufs at 81
* Clk ins delay skew pair at 0.34 ns
* Syn Inst Count at 683
* Power Total at 0.0003803 W
* Mean Syn Cell Area at 7.707 µm²
* Mux frac, synth at 3.256%
* DRC at 0
* DR iter-0 viols at 381
* Worst-path fanout max at 11
* Slowest stage delay, CP at 0.73 ns
* Buffer and inverter count on the worst path at 1
* Warnings from Yosys at 1
* Number of synthesized register bits at 80
* Fraction of layout cells with a size suffix above 1 at 6.464%
* Num CTS Buffers at 9
* Die y size at 116.7 µm
* Die width at 116.7 µm
* Post-DP HPWL at 10,230 µm
* Filler cells at 1,242
* XOR-XNOR Cells, Area Fraction at 2.496%
* Final core occ at 51.06%
* Max Transition Viols Final at 0
* Hold WC Path Type: reg2reg
* Final Skew at 0.009372 ns
* H-tree Lvls at 3
* Critical Path AT at 8.42 ns
* Final WL at 14,490 µm
* Ports at 92
* DR vias/cell at 5.773
* Ys flop type: dfxtp_1
* Worst path required time at 19.47 ns
## per-layer routing
| metal | part of all wire [%] | global-route usage (%) | vias up | routed length [µm] |
|---|---|---|---|---|
| li1 | - | - | 2711 | - |
| met1 | 47 | 32.83 | 2466 | 6838 |
| met2 | 45 | 37.04 | 171 | 6558 |
| met3 | 6.1 | 4.757 | 21 | 877 |
| met4 | 1.5 | 3.882 | 0 | 218 |
| met5 | 0 | 0 | - | 0 |
## logic make-up after synthesis
family | Yosys count
adder cells (fa/ha/maj) | 15
AND-OR/OR-AND | 176
flip-flops | 80
XOR/XNOR | 15
buffers and inverters | 60
AND/OR/NAND/NOR | 320
multiplexers | 17
## per-stage QoR
stage	hold WS [ns]	setup slack [ns]	area, µm²	cells
final	0.3814	11.05	6496	930
after detailed placement	0.3725	10.71	6222	915
after global placement	0.3741	10.78	6222	915
after global routing	0.3920	10.68	6496	930
after floorplan	0.3674	12.44	5264	683
after CTS	0.3817	11.05	6496	930
## sequential cells by signal (all words and copies together), names as in the netlist
name,flops
frame_clk_delayed,1
State,8
Laser_X_Pos,10
Laser_X_Motion,2
Lcounter,47
Laser_Y_Pos,10
Laser_Y_Motion,1
frame_clk_rising_edge,1
## placed cells by master (no fill, tap or decap), types with 3 or more instances in the layout
cell	count
nand2_1	72
nor2_1	62
or4_1	7
nor3_1	25
nand4_1	23
a32oi_1	4
a22o_1	5
o21ai_0	28
o21ai_1	16
clkdlybuf4s50_1	81
a21oi_1	38
o211ai_1	4
inv_1	30
nor4_1	10
and4_1	6
dfxtp_1	80
and2_1	8
mux2i_1	16
and3_1	9
nor4b_1	7
xor2_1	9
or2_2	3
nand3b_1	4
or3_1	12
ha_1	13
a31oi_1	30
nand2b_1	5
xnor2_1	6
o31ai_1	4
nor2b_1	3
nand3_1	40
a22oi_1	11
a21o_1	4
a211oi_1	5
o22ai_1	6
clkbuf_16	9
buf_4	9
## where the power goes
| group | switching [W] | total [W] | internal (W) |
|---|---|---|---|
| Clock | 0.0000667 | 0.000160 | 0.0000935 |
| Combinational | 0.0000240 | 0.0000469 | 0.0000229 |
| Sequential | 0.00000436 | 0.000173 | 0.000169 |
## Yosys cell counts (all sizes together) (2+ instances only)
cell type | number | area, µm²
a22o | 5 | 43.79
a21o | 4 | 30.03
o31ai | 4 | 30.03
o21bai | 2 | 15.01
nand3 | 41 | 210.2
a22oi | 12 | 95.09
nand2 | 72 | 270.3
dfxtp | 80 | 1602
nand4b | 2 | 17.52
xor2 | 9 | 78.83
nor4b | 7 | 61.31
nor2b | 3 | 18.77
nor3 | 26 | 141.4
o21a | 2 | 15.01
a32oi | 4 | 35.03
o2bb2ai | 2 | 17.52
nand2b | 5 | 31.28
nor4 | 13 | 117.6
and3 | 10 | 63.81
a21oi | 38 | 190.2
or3 | 13 | 82.58
nand3b | 4 | 30.03
and4 | 6 | 52.55
o21ai | 44 | 220.2
fa | 2 | 40.04
xnor2 | 6 | 52.55
buf | 14 | 80.07
mux2i | 16 | 160.2
o211ai | 6 | 55.05
o22ai | 6 | 37.54
clkbuf | 16 | 60.06
or4 | 9 | 75.07
nand4 | 26 | 190.2
nor3b | 3 | 27.52
nor2 | 64 | 240.2
or2 | 4 | 25.03
a211oi | 5 | 37.54
and2 | 8 | 50.05
a31oi | 32 | 212.7
inv | 30 | 112.6
ha | 13 | 162.7
## final cells by class
| class | instances | area [µm²] | area share (%) |
|---|---|---|---|
| multi-input combinational | 543 | 3415 | 52.56 |
| sequential | 80 | 1602 | 24.65 |
| timing repair buffer | 90 | 878.3 | 13.52 |
| clock buffer | 12 | 256.5 | 3.948 |
| tap | 172 | 215.2 | 3.313 |
| inverter | 30 | 112.6 | 1.733 |
| clock inverter | 3 | 17.52 | 0.2696 |
## final timing paths
path | from | end | depth (start not counted)
worst max-delay path | key5[2] | Lcounter[44]$_SDFFE_PP0N_ | 16
worst min-delay path | frame_clk_delayed$_DFF_P_ | frame_clk_rising_edge$_DFF_P_ | 1
worst max register to register | Laser_Y_Pos[3]$_SDFFE_PP0P_ | Lcounter[44]$_SDFFE_PP0N_ | 17
worst min register to register | frame_clk_delayed$_DFF_P_ | frame_clk_rising_edge$_DFF_P_ | 1
Power and IR drop assume default switching activity.
