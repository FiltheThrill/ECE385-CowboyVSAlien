<file path="flow/config.mk">
export PLATFORM = sky130hd
export DESIGN_NAME = collision
export DESIGN_NICKNAME = collision
export VERILOG_FILES = /design/flow/design.v
export SDC_FILE = /design/flow/constraint.sdc
export NUM_CORES = 4
export LEC_CHECK = 1
export CORE_UTILIZATION = 50
</file>
<file path="flow/constraint.sdc">
current_design collision

set clk_period 9.6
set clk_io_pct 0.2

create_clock -name clk0 -period $clk_period [get_ports {Clk}]

set non_clock_inputs [all_inputs -no_clocks]
set_input_delay [expr $clk_period * $clk_io_pct] -clock clk0 $non_clock_inputs
set_output_delay [expr $clk_period * $clk_io_pct] -clock clk0 [all_outputs]
</file>
<file path="flow/design.v">
module collision(
						input					Clk,                 
												Reset,               
												frame_clk, AVC, done,          
						input [7:0]	  		key0, key1, key2, key3, key4, key5,
						input[9:0]	  		CowboyX, CowboyY, LaserX, LaserY, Cactus0X, Cactus0Y, 
												Cactus1X, Cactus1Y, Cactus2X, Cactus2Y, Cactus3X, Cactus3Y, 
												SaloonX, SaloonY, PowerupX, PowerupY, SpikeX, SpikeY,
						output 				GGA, GGC, spawn,
						output [1:0]      hp
					);
			parameter [9:0] CowboyH = 10'd43;
			parameter [9:0] CowboyW = 10'd27;
			parameter [9:0] CowboyW2 = 10'd13;
			parameter [9:0] CowboyH2 = 10'd21;
			parameter [9:0] LaserH = 10'd8;
			parameter [9:0] LaserW = 10'd4;
			parameter [9:0] CactusH = 10'd41;
			parameter [9:0] CactusW = 10'd27;
			parameter [9:0] SaloonH = 10'd152;
			parameter [9:0] SaloonW = 10'd107;
			parameter [9:0] PowerupW = 10'd25;
			parameter [9:0] PowerupH =  10'd25;
			parameter [9:0] SpikeW = 10'd35;
			parameter [9:0] SpikeH = 10'd35;
			logic gameover, gameover_in, spike, spike_in;
			logic [1:0] health, health_in;
			logic gamewin, gamewin_in;
			logic frame_clk_delayed, frame_clk_rising_edge;
			always_ff @ (posedge Clk) begin
				frame_clk_delayed <= frame_clk;
				frame_clk_rising_edge <= (frame_clk == 1'b1) && (frame_clk_delayed == 1'b0);
			end
			always_ff @ (posedge Clk)
				begin
					if(Reset)
						begin
							gameover <= 1'b0;
							gamewin <= 1'b0;
							health <= 2'b1;
							spike <= 1'b0;
						end
					else if(health == 2'b0)
						begin
							spike <= spike_in;
							gameover <= 1'b1;
							health <= health_in;
							gamewin <= gamewin_in;
						end
					else if(health > 2'b10)
						begin
							spike <= spike_in;
							health <= 2'b10;
							gamewin <= gamewin_in;
							gameover <= gameover_in;
						end
					else
						begin
							spike <= spike_in;
							health <= health_in;
							gamewin <= gamewin_in;
							gameover <= gameover_in;
						end
				end
			always_comb
				begin
					gameover_in = gameover;
					gamewin_in = gamewin;
					health_in = health;
					spike_in = spike;
					if (frame_clk_rising_edge)
						begin	
							if((SaloonX <= (CowboyX + CowboyW2)) && (SaloonX + SaloonW) >= (CowboyX + CowboyW2) && (SaloonY + SaloonH) >= (CowboyY + CowboyH2) && ((SaloonY) <= (CowboyY + CowboyH2)))
								begin
									gamewin_in = 1'b1;
								end
							else if(((LaserX <= (CowboyX + CowboyW)) && (LaserX >= CowboyX) && ((LaserY + LaserH) >= CowboyY) && ((LaserY + LaserH) <= (CowboyY + CowboyH)))
								|| (((LaserX + LaserW) <= (CowboyX + CowboyW)) && ((LaserX + LaserW) >= CowboyX) && ((LaserY + LaserH) >= CowboyY) && ((LaserY+ LaserH) <= (CowboyY + CowboyH)))
								|| (((LaserX + LaserW) <= (CowboyX + CowboyW)) && ((LaserX + LaserW) >= CowboyX) && (LaserY >= CowboyY) && (LaserY <= (CowboyY + CowboyH)))
								|| ((LaserX <= (CowboyX + CowboyW)) && (LaserX >= CowboyX) && (LaserY >= CowboyY) && (LaserY <= (CowboyY + CowboyH))))
								begin
									gameover_in = 1'b1;
								end
								else if(((SpikeX <= (CowboyX + CowboyW)) && (SpikeX >= CowboyX) && ((SpikeY + SpikeH) >= CowboyY) && ((SpikeY + SpikeH) <= (CowboyY + CowboyH)))
								|| (((SpikeX + SpikeW) <= (CowboyX + CowboyW)) && ((SpikeX + SpikeW) >= CowboyX) && ((SpikeY + SpikeH) >= CowboyY) && ((SpikeY+ SpikeH) <= (CowboyY + CowboyH)))
								|| (((SpikeX + SpikeW) <= (CowboyX + CowboyW)) && ((SpikeX + SpikeW) >= CowboyX) && (SpikeY >= CowboyY) && (SpikeY <= (CowboyY + CowboyH)))
								|| ((SpikeX <= (CowboyX + CowboyW)) && (SpikeX >= CowboyX) && (SpikeY >= CowboyY) && (SpikeY <= (CowboyY + CowboyH))))
								begin
									gameover_in = 1'b1;
								end
							else if (((Cactus0X <= (CowboyX + CowboyW)) && (Cactus0X >= CowboyX) && ((Cactus0Y + CactusH) >= CowboyY) && ((Cactus0Y + CactusH) <= (CowboyY + CowboyH)))
								|| (((Cactus0X + CactusW) <= (CowboyX + CowboyW)) && ((Cactus0X + CactusW) >= CowboyX) && ((Cactus0Y + CactusH) >= CowboyY) && ((Cactus0Y+ CactusH) <= (CowboyY + CowboyH)))
								|| (((Cactus0X + CactusW) <= (CowboyX + CowboyW)) && ((Cactus0X + CactusW) >= CowboyX) && (Cactus0Y >= CowboyY) && (Cactus0Y <= (CowboyY + CowboyH)))
								|| ((Cactus0X <= (CowboyX + CowboyW)) && (Cactus0X >= CowboyX) && (Cactus0Y >= CowboyY) && (Cactus0Y <= (CowboyY + CowboyH))))
								begin
									gameover_in = 1'b1;
								end
							else if (((Cactus1X <= (CowboyX + CowboyW)) && (Cactus1X >= CowboyX) && ((Cactus1Y + CactusH) >= CowboyY) && ((Cactus1Y + CactusH) <= (CowboyY + CowboyH)))
								|| (((Cactus1X + CactusW) <= (CowboyX + CowboyW)) && ((Cactus1X + CactusW) >= CowboyX) && ((Cactus1Y + CactusH) >= CowboyY) && ((Cactus1Y+ CactusH) <= (CowboyY + CowboyH)))
								|| (((Cactus1X + CactusW) <= (CowboyX + CowboyW)) && ((Cactus1X + CactusW) >= CowboyX) && (Cactus1Y >= CowboyY) && (Cactus1Y <= (CowboyY + CowboyH)))
								|| ((Cactus1X <= (CowboyX + CowboyW)) && (Cactus1X >= CowboyX) && (Cactus1Y >= CowboyY) && (Cactus1Y <= (CowboyY + CowboyH))))
								begin
									gameover_in = 1'b1;
								end
							else if (((Cactus2X <= (CowboyX + CowboyW)) && (Cactus2X >= CowboyX) && ((Cactus2Y + CactusH) >= CowboyY) && ((Cactus2Y + CactusH) <= (CowboyY + CowboyH)))
								|| (((Cactus2X + CactusW) <= (CowboyX + CowboyW)) && ((Cactus2X + CactusW) >= CowboyX) && ((Cactus2Y + CactusH) >= CowboyY) && ((Cactus2Y+ CactusH) <= (CowboyY + CowboyH)))
								|| (((Cactus2X + CactusW) <= (CowboyX + CowboyW)) && ((Cactus2X + CactusW) >= CowboyX) && (Cactus2Y >= CowboyY) && (Cactus2Y <= (CowboyY + CowboyH)))
								|| ((Cactus2X <= (CowboyX + CowboyW)) && (Cactus2X >= CowboyX) && (Cactus2Y >= CowboyY) && (Cactus2Y <= (CowboyY + CowboyH))))
								begin
									gameover_in = 1'b1;
								end
							else if (((Cactus3X <= (CowboyX + CowboyW)) && (Cactus3X >= CowboyX) && ((Cactus3Y + CactusH) >= CowboyY) && ((Cactus3Y + CactusH) <= (CowboyY + CowboyH)))
								|| (((Cactus3X + CactusW) <= (CowboyX + CowboyW)) && ((Cactus3X + CactusW) >= CowboyX) && ((Cactus3Y + CactusH) >= CowboyY) && ((Cactus3Y+ CactusH) <= (CowboyY + CowboyH)))
								|| (((Cactus3X + CactusW) <= (CowboyX + CowboyW)) && ((Cactus3X + CactusW) >= CowboyX) && (Cactus3Y >= CowboyY) && (Cactus3Y <= (CowboyY + CowboyH)))
								|| ((Cactus3X <= (CowboyX + CowboyW)) && (Cactus3X >= CowboyX) && (Cactus3Y >= CowboyY) && (Cactus3Y <= (CowboyY + CowboyH))))
								begin
									gameover_in = 1'b1;
								end
							else if ((AVC == 1'b0) && ((PowerupX <= (LaserX + LaserW)) && (PowerupX >= LaserX) && ((PowerupY + PowerupH) >= LaserY) && ((PowerupY + PowerupH) <= (LaserY + LaserH)))
								|| (((PowerupX + PowerupW) <= (LaserX + LaserW)) && ((PowerupX + PowerupW) >= LaserX) && ((PowerupY + PowerupH) >= LaserY) && ((PowerupY+ PowerupH) <= (LaserY + LaserH)))
								|| (((PowerupX + PowerupW) <= (LaserX + LaserW)) && ((PowerupX + PowerupW) >= LaserX) && (PowerupY >= LaserY) && (PowerupY <= (LaserY + LaserH)))
								|| ((PowerupX <= (LaserX + LaserW)) && (PowerupX >= LaserX) && (PowerupY >= LaserY) && (PowerupY <= (LaserY + LaserH))))
									begin
										spike_in = 1'b1;
									end
							else if(done == 1'b1)
								begin
									spike_in = 1'b0;
								end
							else
								begin
									gameover_in = gameover;
									gamewin_in = gamewin;
									health_in = health;
									spike_in = spike;
								end
						end
				end
			assign GGA = gameover;
			assign GGC = gamewin;
			assign hp = health;
			assign spawn = spike;
	endmodule
</file>
<file path="flow/run.sh">
#!/bin/bash
# OpenROAD 26Q1-2900-gdf79404cd8, Yosys 0.63+post, stock flow scripts
make -C /OpenROAD-flow-scripts/flow DESIGN_CONFIG=/design/flow/config.mk WORK_HOME=/design/flow/orfs finish
</file>
==> job_summary.md <==
## Implementation flow summary

| Metric | Value |
|---|---|
| GR Util met1 | `0.4098` |
| Rel. slew slack | `0.4189` |
| Die x size | `178.3 µm` |
| Main area contributors | `ha_1 46%, xnor2_1 6.3%, a21oi_1 5.1%` |
| Gr usage total | `0.3007` |
| M3 GR Usage | `0.02673` |
| # H-tree levels | `1` |
| Setup bufs post-CTS | `0` |
| Worst clock skew | `0.001406 ns` |
| Synth Warn # | `1` |
| Worst Max-Slew Pin Slew | `0.8673 ns` |
| Pin count of the biggest net entering global routing | `23` |
| Critical Path End | `spike` |
| WP data arrival | `~6.6 ns` |
| Setup crit start | `CowboyX[1]` |
| Final Hold Vio Count | `0` |
| Port Buffers | `between 150 and 200` |
| Worst Path Max Fanout | `12` |
| CTS tree | `built` |
| Outcome | `finished clean` |
| Flip-flops with a built-in enable | `0` |
| Period Utilization, post-route | `0.6730` |
| Tool warnings | `about 120` |
| Register share after synthesis | `0.009022` |
| Post-synth ARST share | `0` |
| Std cell rows | `64` |
| Wirelength per Cell | `18.50 µm` |
| Chip Area | `31770 µm²` |
| Fill cell total of the finished layout | `between 2000 and 3000` |
| Critical Path Source Type | `primary input` |
| Gr busiest metal | `met2` |
| Setup Viol. Count Final | `0` |
| Syn avg cell area | `8.141 µm²` |
| Layout area overhead | `17.05%` |
| DR iter-0 viols | `roughly 670` |
| Ys flop type | `dfxtp_1` |
| DRC | `0` |
| ANT nets after route | `0` |
| Clock sink total | `7` |
| Die Ht | `between 150 and 200 µm` |
| Max IR drop VDD | `0.00005005 V` |
| Post-Route WL | `approximately 47 mm` |
| Via/cell ratio | `5.821` |
| Via count | `14674` |
| CTS buffer count | `3` |
| Max cap viols | `0` |
| Core Box Area | `just over 30000 µm²` |
| Crit-path max cell delay | `0.59 ns` |
| Clock transition at the registers of the reported paths | `0.03 ns` |
| Worst hold path type | `flip-flop to flip-flop` |
| Core Util at FP | `0.5078` |
| Fraction of layout cells with a size suffix above 1 | `0.02776` |
| Slowest-stage cell, CP | `inv_1` |
| CP required | `9.73 ns` |
| Vias in the first global route | `13951` |
| Setup TNS Final | `0 ns` |
| Drt pass-1 iters | `5` |
| Total grt overflow | `0` |
| Leak | `about 8.8 nW` |
| Pwr dens | `65.89 nW/µm²` |
| #FFs+latches synth | `7` |
| Initial antenna violation count | `0` |
| R2R cell count | `3` |
| I/O pins | `238` |
| GP Congestion | `about 0.93` |
| R2r startpoint | `frame_clk_rising_edge` |
| Post-cts sizing count | `0` |
| Yosys synthesis chip area | `15530 µm²` |
| FF-to-FF setup slack | `8.62 ns` |
| Largest area contributor in the netlist | `ha_1` |
| RSZ-0062 raised after global routing | `false` |
| CTS Root Cell | `clkbuf_16` |
| Met2 usage | `0.5167` |
| Commonest Layout Cell | `ha_1` |
| Post-Place Worst Slack | `2.921 ns` |
| # Cells Yosys | `roughly 1900` |
| Pins Over Slew Limit | `0` |
| HPWL Detailed | `37.49 mm` |
| Top Layout Cells | `577 x ha_1, 189 x clkdlybuf4s50_1, 158 x a21oi_1` |
| Cell Type Count | `84` |
| Setup ws final | `3.140 ns` |
| Worst path cell trace | `clkdlybuf4s50_1 > inv_1 > ha_1 > nand2b_2 > a21oi_1 > a21oi_1 > buf_4 > ha_1 > nand3_1 > a21oi_1 > a2111oi_0 > a2111oi_0 > o21ai_1 > a21boi_1 > o221ai_2 > a2111oi_2 > nand3_1 > o41ai_2` |
| Clock buffer depth | `2` |
| Worst reg2reg path endpoint | `spike` |
| First-pass GRT wire length | `74.09 mm` |
| Crit Path Class | `primary input to flip-flop` |
| Cell Area, Synth | `between 15000 and 20000 µm²` |
| Synth top area share | `0.4648` |
| Clk latency late pin | `0.23 ns` |
| Min Tclk post-route | `6.460 ns` |
| Hold Buf Count CTS | `0` |
| Max frequency | `154.8 MHz` |
| # diodes | `0` |
| Most numerous cell on the critical path | `a21oi_1` |
| Syn Inst Count | `1908` |
| Critical path endpoint category | `flip-flop` |
==> how the worst min path moves through the flow <==
stage | from | end | slack, ns | depth (start not counted)
4_1_cts | frame_clk_delayed | frame_clk_rising_edge | 0.39 | 1
5_1_grt | frame_clk_delayed | frame_clk_rising_edge | 0.42 | 1
6_report | frame_clk_delayed | frame_clk_rising_edge | 0.39 | 1
==> sequential cells by signal, summed over array words and instances, names as in the netlist <==
name,flops
health,2
frame_clk_rising_edge,1
frame_clk_delayed,1
spike,1
gamewin,1
gameover,1
==> cells in the mapped netlist, types with 4 or more instances <==
cell       number
and3_1         13
inv_1         135
nand3b_1        4
nor3_1         26
o2111ai_1      18
a221oi_1        7
a31oi_1        17
xnor2_1       111
ha_1          577
nand4_1        49
o31ai_1         8
o21a_1         34
nand3_1        52
o22ai_1        10
nand4b_1        8
a211o_1         6
o21bai_1        4
xor2_1         45
a2111oi_0       9
a21boi_0        9
nand2_1        99
dfxtp_1         7
a32oi_1         4
a21o_1         78
nor2_1         77
nor4_1          5
nand2b_1       36
a211oi_1       31
o211ai_1       30
nor2b_1        34
a21oi_1       158
maj3_1          5
o21ai_0       112
o211a_1         4
==> cell type report <==
type | count | area [µm²] | share of cell area
Clock buffer | 4 | 78.83 | 0.004336
Inverter | 136 | 510.5 | 0.02808
Multi-Input combinational cell | 1755 | 14810 | 0.8145
Sequential cell | 7 | 140.1 | 0.007708
Tap cell | 396 | 495.5 | 0.02725
Timing Repair Buffer | 223 | 2147 | 0.1181
==> layer usage <==
| layer | part of all wire | wire [µm] |
|---|---|---|
| met5 | 0 | 0 |
| met4 | 0.021 | 979 |
| met2 | 0.47 | 21720 |
| met1 | 0.47 | 21940 |
| met3 | 0.043 | 2005 |
==> power breakdown <==
group | internal (mW) | total, mW | switching [mW] | leakage, nW
combinational | 0.490 | 1.10 | 0.606 | 8.70
sequential | 0.0307 | 0.0316 | 0.000940 | 0.0572
clock | 0.0552 | 0.0701 | 0.0149 | 0.0382
==> worst max-delay path, delay by kind of cell <==
kind	cells	cell delay, ns
AND/OR/NAND/NOR	3	0.44
adder cells (fa/ha/maj)	2	0.48
AND-OR/OR-AND	10	2.30
buffers and inverters	3	1.44
==> metrics by stage <==
stage / hold slack, ns / util / std cells / power, mW / cell area, µm²
2_1_floorplan: 0.3674 / - / 1908 / 0.7488 / 15530
3_3_place_gp: 0.3760 / 0.5917 / 2517 / 1.094 / 18100
3_5_place_dp: 0.3802 / 0.5917 / 2517 / 1.115 / 18100
4_1_cts: 0.3894 / 0.5943 / 2521 / 1.195 / 18180
5_1_grt: 0.4225 / 0.5943 / 2521 / 1.355 / 18180
6_report: 0.3876 / 0.5943 / 2521 / 1.198 / 18180
==> logic make-up (layout without fill, tap and decap cells) <==
family	Yosys count	after routing	share of synthesized area
adder cells (fa/ha/maj)	583	583	0.4687
AND-OR/OR-AND	582	582	0.2459
XOR/XNOR	162	162	0.09578
AND/OR/NAND/NOR	428	428	0.1429
flip-flops	7	7	0.009022
buffers and inverters	146	363	0.03762
No activity file was given, so power comes from the tool's default toggle rates.
