==> /design/flow/design.v <==
module  platforms( input         Clk,                 
                             Reset,               
                             frame_clk, 
									  GG,
					input [7:0]	  key0, key1, key2, key3, key4, key5, random,
               output [9:0]  PlatformX, PlatformY,              
									  Platform1X, Platform1Y,
									  Platform2X, Platform2Y,
									  Platform3X, Platform3Y 
              );
    parameter [9:0] Platform_X_Center = 10'd300;   
    parameter [9:0] Platform_Y_Center = 10'd400;   
	 parameter [9:0] Platform1_X_Center = 10'd500;   
    parameter [9:0] Platform1_Y_Center = 10'd370;
	 parameter [9:0] Platform2_X_Center = 10'd105;   
    parameter [9:0] Platform2_Y_Center = 10'd300;
	 parameter [9:0] Platform3_X_Center = 10'd400;   
    parameter [9:0] Platform3_Y_Center = 10'd275;
    parameter [9:0] Platform_X_Min = 10'd0;        
    parameter [9:0] Platform_X_Max = 10'd639;      
    parameter [9:0] Platform_X_Step = 10'd2;       
	 parameter [7:0] A = 8'h04;
	 parameter [7:0] D = 8'd7;
    logic [9:0] Platform_X_Pos, Platform_X_Motion, Platform_Y_Pos, Platform_Y_Motion, Platform1_X_Pos, 
					 Platform1_Y_Pos, Platform2_X_Pos, Platform2_Y_Pos, Platform3_X_Pos, Platform3_Y_Pos;
    logic [9:0] Platform_X_Pos_in, Platform_X_Motion_in, Platform_Y_Pos_in, Platform_Y_Motion_in, 
					 Platform1_X_Pos_in, Platform1_Y_Pos_in, Platform2_X_Pos_in, Platform2_Y_Pos_in,
					 Platform3_X_Pos_in, Platform3_Y_Pos_in;
    logic frame_clk_delayed, frame_clk_rising_edge;
    always_ff @ (posedge Clk) begin
        frame_clk_delayed <= frame_clk;
        frame_clk_rising_edge <= (frame_clk == 1'b1) && (frame_clk_delayed == 1'b0);
    end
    always_ff @ (posedge Clk)
    begin
        if (Reset)
        begin
            Platform_X_Pos <= Platform_X_Center;
            Platform_Y_Pos <= Platform_Y_Center;
				Platform1_X_Pos <= Platform1_X_Center;
            Platform1_Y_Pos <= Platform1_Y_Center;
				Platform2_X_Pos <= Platform2_X_Center;
            Platform2_Y_Pos <= Platform2_Y_Center;
				Platform3_X_Pos <= Platform3_X_Center;
            Platform3_Y_Pos <= Platform3_Y_Center;
            Platform_X_Motion <= 10'd0;
  		  end
		  else
			begin
				if((Platform_X_Pos >= 10'd845) && (Platform_X_Pos <= 10'd850))
					begin
						if(Platform_Y_Pos >= Platform_Y_Center)
							begin
								Platform_Y_Pos <= (Platform_Y_Pos - {3'b0, random[5:0]});
								Platform_X_Pos <= Platform_X_Pos_in;
								Platform1_X_Pos <= Platform1_X_Pos_in;
								Platform1_Y_Pos <= Platform1_Y_Pos_in;
								Platform2_X_Pos <= Platform2_X_Pos_in;
								Platform2_Y_Pos <= Platform2_Y_Pos_in;
								Platform3_X_Pos <= Platform3_X_Pos_in;
								Platform3_Y_Pos <= Platform3_Y_Pos_in;
								Platform_X_Motion <= Platform_X_Motion_in;
								Platform_Y_Motion <= Platform_Y_Motion_in;
							end
						else
							begin
								Platform_Y_Pos <= (Platform_Y_Pos + {3'b0, random[5:0]});
								Platform_X_Pos <= Platform_X_Pos_in;
								Platform1_X_Pos <= Platform1_X_Pos_in;
								Platform1_Y_Pos <= Platform1_Y_Pos_in;
								Platform2_X_Pos <= Platform2_X_Pos_in;
								Platform2_Y_Pos <= Platform2_Y_Pos_in;
								Platform3_X_Pos <= Platform3_X_Pos_in;
								Platform3_Y_Pos <= Platform3_Y_Pos_in;
								Platform_X_Motion <= Platform_X_Motion_in;
								Platform_Y_Motion <= Platform_Y_Motion_in;
							end
					end
				else if((Platform1_X_Pos >= 10'd845) && (Platform1_X_Pos <= 10'd850))
					begin
						if(Platform1_Y_Pos >= Platform1_Y_Center)
							begin
								Platform1_Y_Pos <= (Platform1_Y_Pos - {3'b0, random[5:0]});
								Platform_X_Pos <= Platform_X_Pos_in;
								Platform_Y_Pos <= Platform_Y_Pos_in;
								Platform1_X_Pos <= Platform1_X_Pos_in;
								Platform2_X_Pos <= Platform2_X_Pos_in;
								Platform2_Y_Pos <= Platform2_Y_Pos_in;
								Platform3_X_Pos <= Platform3_X_Pos_in;
								Platform3_Y_Pos <= Platform3_Y_Pos_in;
								Platform_X_Motion <= Platform_X_Motion_in;
								Platform_Y_Motion <= Platform_Y_Motion_in;
							end
						else
							begin
								Platform1_Y_Pos <= (Platform1_Y_Pos + {3'b0, random[5:0]});
								Platform_X_Pos <= Platform_X_Pos_in;
								Platform_Y_Pos <= Platform_Y_Pos_in;
								Platform1_X_Pos <= Platform1_X_Pos_in;
								Platform2_X_Pos <= Platform2_X_Pos_in;
								Platform2_Y_Pos <= Platform2_Y_Pos_in;
								Platform3_X_Pos <= Platform3_X_Pos_in;
								Platform3_Y_Pos <= Platform3_Y_Pos_in;
								Platform_X_Motion <= Platform_X_Motion_in;
								Platform_Y_Motion <= Platform_Y_Motion_in;
							end
					end
				else if((Platform2_X_Pos >= 10'd845) && (Platform2_X_Pos <= 10'd850))
					begin
						if(Platform2_Y_Pos >= Platform2_Y_Center)
							begin
								Platform2_Y_Pos <= (Platform2_Y_Pos - {3'b0, random[5:0]});
								Platform_X_Pos <= Platform_X_Pos_in;
								Platform_Y_Pos <= Platform_Y_Pos_in;
								Platform1_X_Pos <= Platform1_X_Pos_in;
								Platform1_Y_Pos <= Platform1_Y_Pos_in;
								Platform2_X_Pos <= Platform2_X_Pos_in;
								Platform3_X_Pos <= Platform3_X_Pos_in;
								Platform3_Y_Pos <= Platform3_Y_Pos_in;
								Platform_X_Motion <= Platform_X_Motion_in;
								Platform_Y_Motion <= Platform_Y_Motion_in;
							end
						else
							begin
								Platform2_Y_Pos <= (Platform2_Y_Pos + {3'b0, random[5:0]});
								Platform_X_Pos <= Platform_X_Pos_in;
								Platform_Y_Pos <= Platform_Y_Pos_in;
								Platform1_X_Pos <= Platform1_X_Pos_in;
								Platform1_Y_Pos <= Platform1_Y_Pos_in;
								Platform2_X_Pos <= Platform2_X_Pos_in;
								Platform3_X_Pos <= Platform3_X_Pos_in;
								Platform3_Y_Pos <= Platform3_Y_Pos_in;
								Platform_X_Motion <= Platform_X_Motion_in;
								Platform_Y_Motion <= Platform_Y_Motion_in;
							end
					end
				else if((Platform3_X_Pos >= 10'd825) && (Platform3_X_Pos <= 10'd850))
					begin
						if(Platform3_Y_Pos >= Platform3_Y_Center)
							begin
								Platform3_Y_Pos <= (Platform3_Y_Center - {3'b0, random[5:0]});
								Platform_X_Pos <= Platform_X_Pos_in;
								Platform_Y_Pos <= Platform_Y_Pos_in;
								Platform1_X_Pos <= Platform1_X_Pos_in;
								Platform1_Y_Pos <= Platform1_Y_Pos_in;
								Platform2_X_Pos <= Platform2_X_Pos_in;
								Platform2_Y_Pos <= Platform2_Y_Pos_in;
								Platform3_X_Pos <= Platform3_X_Pos_in;
								Platform_X_Motion <= Platform_X_Motion_in;
								Platform_Y_Motion <= Platform_Y_Motion_in;
							end
						else
							begin
								Platform3_Y_Pos <= (Platform3_Y_Center + {3'b0, random[5:0]});
								Platform_X_Pos <= Platform_X_Pos_in;
								Platform_Y_Pos <= Platform_Y_Pos_in;
								Platform1_X_Pos <= Platform1_X_Pos_in;
								Platform1_Y_Pos <= Platform1_Y_Pos_in;
								Platform2_X_Pos <= Platform2_X_Pos_in;
								Platform2_Y_Pos <= Platform2_Y_Pos_in;
								Platform3_X_Pos <= Platform3_X_Pos_in;
								Platform_X_Motion <= Platform_X_Motion_in;
								Platform_Y_Motion <= Platform_Y_Motion_in;
							end
					end
				else
					begin		
						Platform_X_Pos <= Platform_X_Pos_in;
						Platform_Y_Pos <= Platform_Y_Pos_in;
						Platform1_X_Pos <= Platform1_X_Pos_in;
						Platform1_Y_Pos <= Platform1_Y_Pos_in;
						Platform2_X_Pos <= Platform2_X_Pos_in;
						Platform2_Y_Pos <= Platform2_Y_Pos_in;
						Platform3_X_Pos <= Platform3_X_Pos_in;
						Platform3_Y_Pos <= Platform3_Y_Pos_in;
						Platform_X_Motion <= Platform_X_Motion_in;
						Platform_Y_Motion <= Platform_Y_Motion_in;
					end
        end
    end
    always_comb
    begin
        Platform_X_Pos_in = Platform_X_Pos;
        Platform_Y_Pos_in = Platform_Y_Pos;
		  Platform1_X_Pos_in = Platform1_X_Pos;
        Platform1_Y_Pos_in = Platform1_Y_Pos;
		  Platform2_X_Pos_in = Platform2_X_Pos;
        Platform2_Y_Pos_in = Platform2_Y_Pos;
		  Platform3_X_Pos_in = Platform3_X_Pos;
        Platform3_Y_Pos_in = Platform3_Y_Pos;
        Platform_X_Motion_in = Platform_X_Motion;
        Platform_Y_Motion_in = Platform_Y_Motion;
       if (frame_clk_rising_edge)
				begin
					if(GG == 1'b1)
						begin
							Platform_X_Motion_in = 10'd0;
						end
					else if((key0 == A) || (key1 == A) || (key2 == A) || (key3 == A) || (key4 == A) || (key5 == A))
								begin
									Platform_X_Motion_in = Platform_X_Step;
								end
					else if((key0 == D) || (key1 == D) || (key2 == D) || (key3 == D) || (key4 == D) || (key5 == D))
								begin
									Platform_X_Motion_in = (~(Platform_X_Step)+1'b1);
								end
					else
								begin
									Platform_X_Motion_in = 10'd0;
								end
            Platform_X_Pos_in = Platform_X_Pos + Platform_X_Motion;
            Platform_Y_Pos_in = Platform_Y_Pos + Platform_Y_Motion;
				Platform1_X_Pos_in = Platform1_X_Pos + Platform_X_Motion;
            Platform1_Y_Pos_in = Platform1_Y_Pos + Platform_Y_Motion;
				Platform2_X_Pos_in = Platform2_X_Pos + Platform_X_Motion;
            Platform2_Y_Pos_in = Platform2_Y_Pos + Platform_Y_Motion;
				Platform3_X_Pos_in = Platform3_X_Pos + Platform_X_Motion;
            Platform3_Y_Pos_in = Platform3_Y_Pos + Platform_Y_Motion;
        end
    end
    assign PlatformX = Platform_X_Pos;
    assign PlatformY = Platform_Y_Pos;
	 assign Platform1X = Platform1_X_Pos;
    assign Platform1Y = Platform1_Y_Pos;
	 assign Platform2X = Platform2_X_Pos;
    assign Platform2Y = Platform2_Y_Pos;
	 assign Platform3X = Platform3_X_Pos;
    assign Platform3Y = Platform3_Y_Pos;
endmodule 
==> /design/flow/run.sh <==
#!/bin/bash
# OpenROAD 26Q1-2900-gdf79404cd8, Yosys 0.63+post, stock flow scripts
make -C /OpenROAD-flow-scripts/flow DESIGN_CONFIG=/design/flow/config.mk WORK_HOME=/design/flow/orfs finish
==> /design/flow/config.mk <==
export PLATFORM = sky130hd
export DESIGN_NAME = platforms
export DESIGN_NICKNAME = platforms
export VERILOG_FILES = /design/flow/design.v
export SDC_FILE = /design/flow/constraint.sdc
export NUM_CORES = 4
export LEC_CHECK = 1
export CORE_UTILIZATION = 30
==> /design/flow/constraint.sdc <==
current_design platforms

set clk_period 4.5
set clk_io_pct 0.2

create_clock -name clk0 -period $clk_period [get_ports {Clk}]

set non_clock_inputs [all_inputs -no_clocks]
set_input_delay [expr $clk_period * $clk_io_pct] -clock clk0 $non_clock_inputs
set_output_delay [expr $clk_period * $clk_io_pct] -clock clk0 [all_outputs]
==> job_summary.md <==
## PnR job results

| Metric | Value |
|---|---|
| Late-Pin Clk Latency | 0.34 ns |
| Worst slew pin tran | between 0.7 and 0.8 ns |
| Crit path launch type | input port |
| End point of the most critical hold path | frame_clk_rising_edge$_DFF_P_ |
| Sequential cell area fraction in the yosys report | 0.258 |
| Post-synthesis to final-layout area growth | 30.1% |
| Commonest flop | dfxtp_1 |
| Die W | approximately 140 um |
| Seq. cell area | 1580 um^2 |
| Routed via count divided by cell count | 4.91 |
| Area share of the leading cell type in the synthesized netlist | 0.258 |
| Highest ir drop seen on vdd | 0.000184 V |
| Y dimension of the die | 145 um |
| Distinct lib cells used | 70 |
| Via count of the first global-routing pass | around 5300 |
| Resized Gates After CTS | 0 |
| Period utilization | 0.850 |
| Worst R2R Setup Slack | ~1.2 ns |
| EDFF count, synth | 0 |
| Class of the tightest hold or removal check | flip-flop to flip-flop |
| Setup CP Type | input port to flip-flop |
| Final weighted congestion in routability-driven placement | 0.866 |
| WL met1 | 7660 um |
| Slack of the critical path | 0.676 ns |
| Total GRT Usage | 0.164 |
| Final critical-path required period | around 3.8 ns |
| Vias after detailed routing | roughly 5600 |
| Core utilization at floorplan | 0.311 |
| Initial detailed-routing violation count | roughly 270 |
| I/O pin cnt | 140 |
| Unrepaired setup endpoints after global routing | no |
| Total clock buffers created by CTS | 9 |
| Number of antenna violations at the first check in global routing | 0 |
| Ratio of cells with drive above 1 in the final layout | 0.0620 |
| Number of failing hold endpoints at the final stage | 0 |
| Pre-antenna DRT Iters | 4 |
| Setup total negative slack | 0 ns |
| Flops after synth | roughly 79 |
| Met3 wire length | 885 um |
| Total leakage power | 0.00314 uW |
| Utilization after layout | 0.404 |
| Fmax | ~260 MHz |
| Destination of the worst register-to-register timing path | Platform1_Y_Pos[9]$_SDFFE_PP0P_ |
| Filler instances | 1983 |
| Mean instance size in the synthesized netlist | 8.23 um^2 |
| Required time of the critical path | 4.73 ns |
| Chip Area | around 21000 um^2 |
| Nature of the critical path endpoint | flip-flop |
| Setup Slack @ Placement | 0.385 ns |
| Outcome | completed |
| Post-synthesis instance area | slightly above 6000 um^2 |
| Startpoint of the most critical register-to-register path | Platform1_Y_Pos[1]$_SDFFE_PP1P_ |
| Worst Path Arrival | a little over 4 ns |
| Diode insertion count for antenna repair | 0 |
| Pin count of the biggest net entering global routing | 60 |
| Top cells by area | dfxtp_1 26%, ha_1 13%, xnor2_1 5.4%, a21oi_1 4.4%, nor2_1 4.2% |
| Core region area | 19700 um^2 |
| DR top layer | met4 |
| Total power divided by cell area | 244 nW/um^2 |
| Proportion of register bits with asynchronous set or reset after synthesis | 0 |
| Hpwl dp | 12100 um |
| Final wirelength | 16200 um |
| Biggest fanout along the worst timing path | 7 |
| Yosys chip area | 6120 um^2 |
| Max Buffers Root-to-Sink | 2 |
| Gate Area | 4260 um^2 |
| Count of cells along the worst hold path | 1 |
| Max Cap Viol | 0 |
| Met2 WL | 7500 um |
| Clk Tree Root Cell | clkbuf_16 |
| Fin Hold WS | 0.380 ns |
| Buffers added on ports | 132 |
| Hold Startpoint | frame_clk_delayed$_DFF_P_ |
| Log Warnings | 28 |
| Yosys warning count | 1 |
| Remaining design rule violation count | 0 |
| First-pass GRT wire length | 26600 um |
| Remaining global-route overflow | 0 |
| Cells on worst reg2reg path | 12 |
| Detailed-route wire length per cell | 14.2 um |
| Row cnt | between 50 and 60 |
| Remaining number of nets flagged by the antenna check after routing | 0 |
| Number of buffers added to fix hold violations after cts | 0 |
| Cell type contributing the most total cell area after synthesis | dfxtp_1 |
| H-tree lvl count | 3 |
| Total setup buffers inserted after CTS | 0 |
| # setup viols final | 0 |
| TritonCTS clock tree | done |
| Cell total in the yosys stat output | 744 |
| Headroom to the max-slew limit | 0.506 |
| CTS sink cnt | 79 |
| Number of instances in the synthesized netlist | approximately 740 |
| Count of pins over their slew limit | 0 |
| Max Clock Skew | between 0.006 and 0.007 ns |
| Register clock-pin slew on the reported worst setup and hold paths | 0.05 ns |
[cell usage after synthesis (19+ instances only)]
master / count
a21oi_1: 54
clkbuf_1: 19
dfxtp_1: 79
ha_1: 62
inv_1: 37
mux2i_1: 24
nand2_1: 66
nor2_1: 69
nor3_1: 25
o211ai_1: 26
o21ai_0: 33
xnor2_1: 38
[power by group]
part	switching, uW	total [uW]	internal (uW)
clock	283	680	397
combinational	244	509	264
sequential	28.0	752	724
[critical path: stages]
cell and delay, ns:
clkdlybuf4s50_1 0.58, or3_1 0.45, nor3_1 0.31, nor2_1 0.09, xnor2_1 0.15, ha_1 0.36, nand2_1 0.07, o21ai_0 0.14
o21ai_0 0.16, o21ai_0 0.27, mux2i_1 0.24, mux2_1 0.33
[cells in the final DEF (no fill, tap or decap), types with 4 or more instances in the layout]
| cell | instances |
|---|---|
| xor2_1 | 14 |
| a31oi_1 | 10 |
| dfxtp_1 | 79 |
| a211o_1 | 4 |
| or2_2 | 11 |
| inv_1 | 37 |
| nand2_1 | 66 |
| a21o_1 | 8 |
| xnor2_1 | 38 |
| ha_1 | 62 |
| a21oi_1 | 54 |
| a211oi_1 | 10 |
| fa_1 | 7 |
| buf_4 | 10 |
| o211ai_1 | 26 |
| nand3b_1 | 12 |
| nand2b_1 | 18 |
| nor2_1 | 69 |
| o21a_1 | 5 |
| conb_1 | 5 |
| clkbuf_16 | 9 |
| nor3_1 | 25 |
| o21ai_0 | 33 |
| o311ai_0 | 6 |
| o2111ai_1 | 5 |
| clkdlybuf4s50_1 | 131 |
| mux2_2 | 4 |
| or3_1 | 6 |
| nand3_1 | 7 |
| nor4_1 | 8 |
| nor2b_1 | 14 |
| mux2i_1 | 24 |
[registers in the layout, indices dropped and copies added (netlist names)]
signal and flops:
Platform2_X_Pos 9, Platform_Y_Pos 10, Platform_X_Pos 9, Platform2_Y_Pos 10, Platform1_X_Pos 9, Platform1_Y_Pos 10
Platform_X_Motion 2, Platform3_Y_Pos 9, Platform3_X_Pos 9, frame_clk_delayed 1, frame_clk_rising_edge 1
[layer usage]
layer | vias up | track usage
li1 | 2911 | -
met3 | 13 | 0.0345
met1 | 2531 | 0.229
met4 | 0 | 0.0139
met5 | - | 0
met2 | 122 | 0.272
[kinds of logic after synthesis]
group                    synth area share
AND/OR/NAND/NOR                     0.215
AND-OR/OR-AND                       0.203
flip-flops                          0.258
adder cells (fa/ha/maj)             0.150
buffers and inverters              0.0480
XOR/XNOR                           0.0744
multiplexers                       0.0503
other                             0.00123
[per-stage QoR]
stage | area [um^2] | instances | total power, uW
CTS | 7970 | 1136 | 1980
detailed placement | 7700 | 1122 | 1280
global route | 7970 | 1136 | 2060
floorplan | 6140 | 747 | 1110
finish | 7970 | 1136 | 1940
global placement | 7700 | 1122 | 1270
[cell type report]
class | instances | share of cell area
Multi-Input combinational cell | 599 | 0.535
Sequential cell | 79 | 0.198
Timing Repair Buffer | 142 | 0.175
Tap cell | 265 | 0.0416
Clock buffer | 13 | 0.0327
Inverter | 37 | 0.0174
Clock inverter | 1 | 0.000628
[worst max path at each step]
stage              from                              end  cells past startpoint
finish        random[1]  Platform2_Y_Pos[9]$_SDFFE_PP0P_                     12
global route  random[1]  Platform2_Y_Pos[9]$_SDFFE_PP0P_                     12
CTS           random[1]  Platform2_Y_Pos[9]$_SDFFE_PP0P_                     12
Power and IR drop assume default switching activity.
