--- /design/flow/design.v ---
module Spikeball(	input 	Clk,
									frame_clk,
									Reset, 
									spawn,
									GG,
						input [7:0] key0, key1, key2, key3, key4, key5, 
						output done,
						output [9:0] SpikeX, SpikeY
					);
			parameter [9:0] Spike_X_Center = 10'd800;
			parameter [9:0] Spike_Y_Center = 10'd200;
			parameter [9:0] Spike_X_Spawn = 10'd700;
			parameter [9:0] Spike_Y_Spawn = 10'd5;
			parameter [9:0] Spike_X_Step = 10'd3;
			parameter [9:0] Spike_Y_Step = 10'd3;
			parameter [9:0] Spike_X_Max = 10'd639;
			parameter [9:0] Spike_X_Min = 10'd1;
			parameter [9:0] Spike_Y_Max = 10'd479;
			parameter [9:0] Spike_Y_Min = 10'd1;
			parameter [9:0] Cowboy_X_Step = 10'd2;
			parameter [9:0] Time = 10'h384;
			parameter [9:0] SpikeW = 10'd35;
			parameter [9:0] SpikeH = 10'd35;
			parameter [7:0] A = 8'h04;
			parameter [7:0] D = 8'd7;
			logic finito, finito_in;
			logic [9:0] Spike_X_Pos, Spike_X_Pos_in, Spike_Y_Pos, Spike_Y_Pos_in, Spike_X_Motion, Spike_X_Motion_in, Spike_Y_Motion, Spike_Y_Motion_in;
			enum logic [4:0] {Idle, Move, Stop} State, Next_State;
			logic frame_clk_delayed, frame_clk_rising_edge;
			logic	[9:0] counter, counter_in;
			always_ff @ (posedge Clk) begin
				frame_clk_delayed <= frame_clk;
				frame_clk_rising_edge <= (frame_clk == 1'b1) && (frame_clk_delayed == 1'b0);
			end
			always_ff @(posedge frame_clk or posedge Reset)
				begin
					if(Reset)
						begin
							counter<= 10'd0;
						end
					else
						begin
							counter <= counter_in + 1'b1;
						end
				end
			always_ff @(posedge Clk)
				begin
					if(GG)
						begin
							Spike_X_Motion <= 10'd0;
							Spike_Y_Motion <= 10'd0;
						end
					if(Reset)
						begin
							Spike_X_Pos <= Spike_X_Center;
							Spike_Y_Pos <= Spike_Y_Center;
							Spike_X_Motion <= 10'd0;
							Spike_Y_Motion <= 10'd0;
							finito <= 1'b0;
							State <= Idle;
						end
					else if(spawn)
						begin
							Spike_X_Pos <= Spike_X_Spawn;
							Spike_Y_Pos <= Spike_Y_Spawn;
							State <= Move;
							finito <= 1'b0;
						end
					else
						begin
							Spike_X_Pos <= Spike_X_Pos_in;
							Spike_Y_Pos <= Spike_Y_Pos_in;
							Spike_X_Motion <= Spike_X_Motion_in;
							Spike_Y_Motion <= Spike_Y_Motion_in;
							finito <= finito_in;
							State <= Next_State;
						end
			end
  always_comb
    begin
        Spike_X_Pos_in = Spike_X_Pos;
        Spike_Y_Pos_in = Spike_Y_Pos;
        Spike_X_Motion_in = Spike_X_Motion;
        Spike_Y_Motion_in = Spike_Y_Motion;
        counter_in = counter;
		  finito_in = finito;
		  Next_State = State;
        if (frame_clk_rising_edge)
				begin
					unique case (State)
						Idle:
							begin
								Spike_X_Motion_in = 10'd0;
								Spike_Y_Motion_in = 10'd0;
								finito_in = 1'b0;
								if(spawn)
									begin
										counter_in = 10'd0;
										Next_State = Move;
									end
							end
						Move:
							begin
								if(counter <= Time)
									begin
										 if( Spike_Y_Pos + SpikeH >= Spike_Y_Max )
											begin
												Spike_Y_Motion_in = (~(Spike_Y_Step) + 1'b1); 
											end	
										 else if (Spike_Y_Pos <= Spike_Y_Min)
											begin
												Spike_Y_Motion_in = Spike_Y_Step;
											end
										else if( Spike_X_Pos + SpikeW >= Spike_X_Max )
											begin
												Spike_X_Motion_in = (~(Spike_X_Step) + 1'b1); 
											end	
										 else if (Spike_X_Pos <= Spike_X_Min)
											begin
												Spike_Y_Motion_in = Spike_Y_Step;
											end
										else if((key0 == A) || (key1 == A) || (key2 == A) || (key3 == A) || (key4 == A) || (key5 == A))
											begin
												Spike_X_Motion_in = (~(Spike_X_Step) + 1'b1) + Cowboy_X_Step;
											end
										else if((key0 == D) || (key1 == D) || (key2 == D) || (key3 == D) || (key4 == D) || (key5 == D))
											begin
												Spike_X_Motion_in = (~(Spike_X_Step)+1'b1) + (~(Cowboy_X_Step) + 1'b1);
											end
									end
									else if(counter >= Time)
										begin
											Next_State = Stop;
										end
								end
							Stop:
								begin
									finito_in = 1'b1;
									Next_State = Idle;
								end
							default:;
						endcase
					Spike_X_Pos_in = Spike_X_Pos + Spike_X_Motion;
					Spike_Y_Pos_in = Spike_Y_Pos + Spike_Y_Motion;
        end
    end
    assign SpikeX = Spike_X_Pos;
	 assign SpikeY = Spike_Y_Pos;
	 assign done = finito;
endmodule
--- /design/flow/run.sh ---
#!/bin/bash
# OpenROAD 26Q1-2900-gdf79404cd8, Yosys 0.63+post, stock flow scripts
make -C /OpenROAD-flow-scripts/flow DESIGN_CONFIG=/design/flow/config.mk WORK_HOME=/design/flow/orfs finish
--- /design/flow/config.mk ---
export PLATFORM = sky130hd
export DESIGN_NAME = Spikeball
export DESIGN_NICKNAME = Spikeball
export VERILOG_FILES = /design/flow/design.v
export SDC_FILE = /design/flow/constraint.sdc
export NUM_CORES = 4
export LEC_CHECK = 1
export CORE_UTILIZATION = 50
--- /design/flow/constraint.sdc ---
current_design Spikeball

set clk_period 3.7
set clk_io_pct 0.2

create_clock -name clk0 -period $clk_period [get_ports {Clk}]
create_clock -name clk1 -period $clk_period [get_ports {frame_clk}]

set non_clock_inputs [all_inputs -no_clocks]
set_input_delay [expr $clk_period * $clk_io_pct] -clock clk0 $non_clock_inputs
set_output_delay [expr $clk_period * $clk_io_pct] -clock clk0 [all_outputs]
==> Changelog: implementation <==
## Flow update

* Worst stage delay on the critical path at 0.58 ns
* Core Box Area at 5200 um^2
* Kind of cell adding the most delay to the critical path: simple AND/OR/NAND/NOR gates
* Min-Delay Path Class: clk2reg
* Routed vias at 2,713
* Port bufs at 72
* Worst setup SP type: input port
* Setup Slack @ Placement at 0.915 ns
* Setup TNS at 0 ns
* DR top layer: met4
* Worst-Margin Slew at 0.573 ns
* CTS tree: yes
* Prevailing post-synth register cell: dfxtp_1
* Ys cells at 321
* Hold_buf cts at 0
* Setup ws final at 1.19 ns
* Global route total overflow at 0
* Unrepaired setup endpoints after global routing: no
* Syn Area/Cell at 8.60 um^2
* Total GRT Usage at 0.274
* Die area at 5820 um^2
* Die Span X at 76.3 um
* Initial antenna violation count at 0
* Met2 WL post-DR at 3260 um
* Area grow syn2layout at 35.7%
* Vias in the first global route at 2,570
* EDFF count, synth at 0
* Reg2Reg Launch Point: Spike_X_Motion[8]$_SDFFE_PP0P_
* Critical path launch point: spawn
* Log Warnings at 28
* Ys flops at 42
* Pwr dens at 324 nW/um^2
* Vias per cell at 5.72
* CP bufs+invs at 2
* Library cells used by synthesis at 58
* First-iteration detailed-routing DRC count at 147
* Metal-1 WL at 3570 um
* Routed wire length on met3 at 357 um
* Clk_skew at 0.00773 ns
* Critical Path AT at 2.74 ns
* Worst VDD drop at 406 uV
* Residual DRC at 0
* Fin util at 0.720
* Max-slew violations at 0
* Worst Path Required at 3.93 ns
* Clock Pin Slew Worst Setup and Hold Paths at 0.07 ns
* Post-CTS Resized at 0
* Share of post-route cells with drive strength above 1 at 0.0990
* First-pass GRT wire length at 12,400 um
* Post-DP HPWL at 5570 um
* Worst path slowest cell: clkdlybuf4s50_1
* DRT Pass-1 Iters at 6
* Post-CTS setup buffers at 0
* Mapped Cells at 321
* Hold_ws at -0.0536 ns
* Setup Viol. Count Final at 0
* Hold_sp: frame_clk
* Lkg Pwr at 0.00143 uW
* Mapped cell area at 2760 um^2
* Avg WL per Cell at 15.4 um
* Final hold vios at 1
* Final wirelength at 7280 um
* # diodes at 0
* Yosys warns at 1
* Failing checks: negative hold slack
* IO Count at 74
* Yosys Chip Area at 2760 um^2
* Post-synth seq share at 0.323
* Crit Path Max Fanout at 13
* Die height at 76.3 um
* Setup crit end kind: flop
* Crit Path Category: in2reg
* FFs w/ async S/R, synth at 0.238
* Status: complete, but fails checks
* Worst-path cell chain: clkdlybuf4s50_1 -> inv_1 -> nand2_1 -> or3_1 -> nor3_1 -> nand3b_1
* Max Cap Violations at 0
* Slew headroom at 0.617
* Post-DRT Antenna Nets at 0
* Final std cell area, no fill at 3750 um^2
* Initial Utilization at 0.531
* DP Area at 3550 um^2
* Largest net degree at the start of global routing at 22
* RD Place Congestion at 0.878
* FP Rows at 26
-- cells in the final DEF (no fill, tap or decap), types with 3 or more instances in the layout --
master,synthesis,routed
nor3_1,12,12
o31ai_1,4,4
nor4_2,3,3
o32ai_1,3,3
a211oi_2,3,3
nand2_1,27,27
inv_1,13,13
nor2b_1,7,7
o21ai_0,17,17
or2_2,5,5
o22ai_1,3,3
dfrtp_1,10,10
clkdlybuf4s50_1,0,72
ha_1,19,19
a21oi_2,3,3
a211oi_1,6,6
nand3b_1,8,8
or3_1,7,7
xnor2_1,6,6
xor2_1,8,8
dfxtp_1,32,32
nor4_1,8,8
o21ai_1,5,5
and2_1,3,3
clkbuf_8,0,13
nor2_1,22,22
mux2i_1,8,8
nand3_1,11,11
a21oi_1,25,25
-- layer usage --
metal	vias up	GRT usage
met5	-	0
met4	0	0.0462
met3	9	0.0633
met2	71	0.412
met1	1259	0.422
li1	1374	-
-- layout make-up --
class / instances / area [um^2]
clock buffer: 14 / 183
clock inverter: 2 / 10.0
fill: 394 / 1460
inverter: 14 / 52.6
multi-input combinational: 258 / 1790
sequential: 42 / 891
tap: 70 / 87.6
timing repair buffer: 74 / 736
-- per-stage QoR --
step,std cells,total power (uW)
after CTS,474,1220
after detailed placement,458,710
after global placement,458,706
after global routing,474,1270
after floorplan,321,615
final,474,1210
-- kinds of logic after synthesis --
| logic type | after synthesis | share of synthesized area |
|---|---|---|
| mux | 8 | 0.0290 |
| xor+xnor | 14 | 0.0444 |
| buf+inv | 21 | 0.0299 |
| simple gates | 123 | 0.239 |
| fa+ha+maj | 21 | 0.101 |
| flops | 42 | 0.323 |
| compound gates | 92 | 0.234 |
-- Yosys cell counts (2+ instances only) --
cell,number,area share
a211oi_1,6,0.016
a211oi_2,3,0.014
a21o_1,2,0.0054
a21oi_1,25,0.045
a21oi_2,3,0.0095
a311o_1,2,0.0072
a31oi_1,2,0.0045
and2_1,3,0.0068
and3_1,2,0.0045
clkbuf_1,6,0.0082
dfrtp_1,10,0.091
dfxtp_1,32,0.23
fa_1,2,0.014
ha_1,19,0.086
inv_1,13,0.018
mux2i_1,8,0.029
nand2_1,27,0.037
nand3_1,11,0.020
nand3b_1,8,0.022
nand4_1,2,0.0045
nor2_1,22,0.030
nor2b_1,7,0.016
nor3_1,12,0.022
nor4_1,8,0.018
nor4_2,3,0.014
o2111ai_1,2,0.0063
o21ai_0,17,0.031
o21ai_1,5,0.0091
o22ai_1,3,0.0068
o31ai_1,4,0.011
o32ai_1,3,0.0095
or2_2,5,0.011
or3_1,7,0.016
xnor2_1,6,0.019
xor2_1,8,0.025
-- worst paths after layout --
check                                                end  slack, ns  depth (start not counted)
setup / recovery             Spike_Y_Pos[8]$_SDFFE_PP0P_       1.19                          6
min in group clk1                   counter[9]$_DFF_PP0_       0.55                          2
setup reg to reg             Spike_X_Pos[8]$_SDFFE_PP1P_       1.24                          9
max in group asynchronous           counter[3]$_DFF_PP0_       2.53                          3
min in group asynchronous           counter[2]$_DFF_PP0_       0.98                          3
hold / removal                 frame_clk_delayed$_DFF_P_      -0.05                          2
max in group clk1                   counter[6]$_DFF_PP0_       1.43                          7
hold reg to reg            frame_clk_rising_edge$_DFF_P_       0.40                          1
-- power breakdown --
part / switching [uW] / internal, uW
sequential: 39.5 / 486
combinational: 70.5 / 105
clock: 193 / 320
total: 303 / 911
-- sequential cells by signal (all words and copies together), names as in the netlist --
| name | cells |
|---|---|
| Spike_X_Pos | 10 |
| frame_clk_rising_edge | 1 |
| State | 3 |
| Spike_X_Motion | 3 |
| Spike_Y_Motion | 3 |
| finito | 1 |
| Spike_Y_Pos | 10 |
| counter | 10 |
| frame_clk_delayed | 1 |
No activity file was given, so power comes from the tool's default toggle rates.
