===== flow/design.v =====
module ground(input          Clk,                 
                             Reset,               
                             frame_clk,           
									  GG,
					input [7:0]	  key0, key1, key2, key3, key4, key5,
					output [9:0] GroundX0, GroundY0, 
									 GroundX1, GroundY1, 
									 GroundX2, GroundY2,  
									 GroundX3, GroundY3,  
									 GroundX4, GroundY4, 
									 GroundX5, GroundY5,
									 GroundX6, GroundY6,
									 GroundX7, GroundY7, 
									 GroundX8, GroundY8, 
									 GroundX9, GroundY9, 
									 GroundX10, GroundY10,
									 GroundX11, GroundY11, 
									 GroundX12, GroundY12,  
									 GroundX13, GroundY13,
									 GroundX14, GroundY14, 
									 GroundX15, GroundY15,
									 GroundX16, GroundY16,
									 GroundX17, GroundY17 
				);
	 parameter [9:0] Ground0_X_Center = 10'd1;   
	 parameter [9:0] Ground1_X_Center = 10'd59;
	 parameter [9:0] Ground2_X_Center = 10'd117;
	 parameter [9:0] Ground3_X_Center = 10'd175;
	 parameter [9:0] Ground4_X_Center = 10'd233;
	 parameter [9:0] Ground5_X_Center = 10'd291;
	 parameter [9:0] Ground6_X_Center = 10'd349;
	 parameter [9:0] Ground7_X_Center = 10'd407;
	 parameter [9:0] Ground8_X_Center = 10'd465;
	 parameter [9:0] Ground9_X_Center = 10'd523;
	 parameter [9:0] Ground10_X_Center = 10'd581;
	 parameter [9:0] Ground11_X_Center = 10'd639;
	 parameter [9:0] Ground12_X_Center = 10'd697;
	 parameter [9:0] Ground13_X_Center = 10'd755;
	 parameter [9:0] Ground14_X_Center = 10'd813;
	 parameter [9:0] Ground15_X_Center = 10'd871;
	 parameter [9:0] Ground16_X_Center = 10'd929;
	 parameter [9:0] Ground17_X_Center = 10'd987;
	 parameter [9:0] Ground_X_New = 10'd637;
	 parameter [9:0] Ground_X_Old = 10'd1;
    parameter [9:0] Ground_Y_Center = 10'd466;   
    parameter [9:0] Ground_X_Min = 10'd5;        
    parameter [9:0] Ground_X_Max = 10'd639;      
    parameter [9:0] Ground_X_Step = 10'd2;       
	 parameter [7:0] A = 8'd4;
	 parameter [7:0] D = 8'd7;
    logic [9:0] Ground0_X_Pos, Ground1_X_Pos, Ground2_X_Pos, Ground3_X_Pos, Ground4_X_Pos, 
					Ground5_X_Pos, Ground6_X_Pos, Ground7_X_Pos, Ground8_X_Pos, Ground9_X_Pos, 
					Ground10_X_Pos, Ground11_X_Pos, Ground12_X_Pos, Ground13_X_Pos, Ground14_X_Pos, 
					Ground15_X_Pos, Ground16_X_Pos, Ground17_X_Pos, Ground_X_Motion, Ground_Y_Pos, 
					Ground_Y_Motion;
    logic [9:0] Ground0_X_Pos_in, Ground1_X_Pos_in, Ground2_X_Pos_in, Ground3_X_Pos_in, 
					Ground4_X_Pos_in, Ground5_X_Pos_in, Ground6_X_Pos_in, Ground7_X_Pos_in, Ground8_X_Pos_in, 
					Ground9_X_Pos_in, Ground10_X_Pos_in, Ground11_X_Pos_in, Ground12_X_Pos_in, Ground13_X_Pos_in, 
					Ground14_X_Pos_in, Ground15_X_Pos_in, Ground16_X_Pos_in, Ground17_X_Pos_in,Ground_X_Motion_in, Ground_Y_Pos_in, Ground_Y_Motion_in;
    logic frame_clk_delayed, frame_clk_rising_edge;
    always_ff @ (posedge Clk) begin
        frame_clk_delayed <= frame_clk;
        frame_clk_rising_edge <= (frame_clk == 1'b1) && (frame_clk_delayed == 1'b0);
    end
    always_ff @ (posedge Clk)
    begin
        if (Reset)
        begin
            Ground0_X_Pos <= Ground0_X_Center;
				Ground1_X_Pos <= Ground1_X_Center;
				Ground2_X_Pos <= Ground2_X_Center;
				Ground3_X_Pos <= Ground3_X_Center;
				Ground4_X_Pos <= Ground4_X_Center;
				Ground5_X_Pos <= Ground5_X_Center;
				Ground6_X_Pos <= Ground6_X_Center;
				Ground7_X_Pos <= Ground7_X_Center;
				Ground8_X_Pos <= Ground8_X_Center;
				Ground9_X_Pos <= Ground9_X_Center;
				Ground10_X_Pos <= Ground10_X_Center;
				Ground11_X_Pos <= Ground11_X_Center;
				Ground12_X_Pos <= Ground12_X_Center;
				Ground13_X_Pos <= Ground13_X_Center;
				Ground14_X_Pos <= Ground14_X_Center;
				Ground15_X_Pos <= Ground15_X_Center;
				Ground16_X_Pos <= Ground16_X_Center;
				Ground17_X_Pos <= Ground17_X_Center;
            Ground_Y_Pos <= Ground_Y_Center;
            Ground_X_Motion <= 10'd0;
  		  end
        else
        begin
            Ground0_X_Pos <= Ground0_X_Pos_in;
				Ground1_X_Pos <= Ground1_X_Pos_in;
				Ground2_X_Pos <= Ground2_X_Pos_in;
				Ground3_X_Pos <= Ground3_X_Pos_in;
				Ground4_X_Pos <= Ground4_X_Pos_in;
				Ground5_X_Pos <= Ground5_X_Pos_in;
				Ground6_X_Pos <= Ground6_X_Pos_in;
				Ground7_X_Pos <= Ground7_X_Pos_in;
				Ground8_X_Pos <= Ground8_X_Pos_in;
				Ground9_X_Pos <= Ground9_X_Pos_in;
				Ground10_X_Pos <= Ground10_X_Pos_in;
				Ground11_X_Pos <= Ground11_X_Pos_in;
				Ground12_X_Pos <= Ground12_X_Pos_in;
				Ground13_X_Pos <= Ground13_X_Pos_in;
				Ground14_X_Pos <= Ground14_X_Pos_in;
				Ground15_X_Pos <= Ground15_X_Pos_in;
				Ground16_X_Pos <= Ground16_X_Pos_in;
				Ground17_X_Pos <= Ground17_X_Pos_in;
            Ground_Y_Pos <= Ground_Y_Pos_in;
            Ground_X_Motion <= Ground_X_Motion_in;
            Ground_Y_Motion <= Ground_Y_Motion_in;
        end
    end
    always_comb
    begin
        Ground0_X_Pos_in = Ground0_X_Pos;
		  Ground1_X_Pos_in = Ground1_X_Pos;
		  Ground2_X_Pos_in = Ground2_X_Pos;
		  Ground3_X_Pos_in = Ground3_X_Pos;
		  Ground4_X_Pos_in = Ground4_X_Pos;
		  Ground5_X_Pos_in = Ground5_X_Pos;
		  Ground6_X_Pos_in = Ground6_X_Pos;
		  Ground7_X_Pos_in = Ground7_X_Pos;
		  Ground8_X_Pos_in = Ground8_X_Pos;
		  Ground9_X_Pos_in = Ground9_X_Pos;
		  Ground10_X_Pos_in = Ground10_X_Pos;
		  Ground11_X_Pos_in = Ground11_X_Pos;
		  Ground12_X_Pos_in = Ground12_X_Pos;
		  Ground13_X_Pos_in = Ground13_X_Pos;
		  Ground14_X_Pos_in = Ground14_X_Pos;
		  Ground15_X_Pos_in = Ground15_X_Pos;
		  Ground16_X_Pos_in = Ground16_X_Pos;
		  Ground17_X_Pos_in = Ground17_X_Pos;
        Ground_Y_Pos_in = Ground_Y_Pos;
        Ground_X_Motion_in = Ground_X_Motion;
        Ground_Y_Motion_in = Ground_Y_Motion;
       if (frame_clk_rising_edge)
				begin
				if(GG == 1'b1)
					begin
						Ground_X_Motion_in = 10'd0;
					end
				else if((key0 == A) || (key1 == A) || (key2 == A) || (key3 == A) || (key4 == A) || (key5 == A))
					begin
							Ground_X_Motion_in = Ground_X_Step;
					end
				else if((key0 == D) || (key1 == D) || (key2 == D) || (key3 == D) || (key4 == D) || (key5 == D))
						begin
							Ground_X_Motion_in = (~(Ground_X_Step)+1'b1);
						end 
				else
						begin
								Ground_X_Motion_in = 10'd0;
						end
            Ground0_X_Pos_in = Ground0_X_Pos + Ground_X_Motion;
				Ground1_X_Pos_in = Ground1_X_Pos + Ground_X_Motion;
				Ground2_X_Pos_in = Ground2_X_Pos + Ground_X_Motion;
				Ground3_X_Pos_in = Ground3_X_Pos + Ground_X_Motion;
				Ground4_X_Pos_in = Ground4_X_Pos + Ground_X_Motion;
				Ground5_X_Pos_in = Ground5_X_Pos + Ground_X_Motion;
				Ground6_X_Pos_in = Ground6_X_Pos + Ground_X_Motion;
				Ground7_X_Pos_in = Ground7_X_Pos + Ground_X_Motion;
				Ground8_X_Pos_in = Ground8_X_Pos + Ground_X_Motion;
				Ground9_X_Pos_in = Ground9_X_Pos + Ground_X_Motion;
				Ground10_X_Pos_in = Ground10_X_Pos + Ground_X_Motion;
				Ground11_X_Pos_in = Ground11_X_Pos + Ground_X_Motion;
				Ground12_X_Pos_in = Ground12_X_Pos + Ground_X_Motion;
				Ground13_X_Pos_in = Ground13_X_Pos + Ground_X_Motion;
				Ground14_X_Pos_in = Ground14_X_Pos + Ground_X_Motion;
				Ground15_X_Pos_in = Ground15_X_Pos + Ground_X_Motion;
				Ground16_X_Pos_in = Ground16_X_Pos + Ground_X_Motion;
				Ground17_X_Pos_in = Ground17_X_Pos + Ground_X_Motion;
        end
    end
    assign GroundX0 = Ground0_X_Pos;
    assign GroundY0 = Ground_Y_Pos;
	 assign GroundX1 = Ground1_X_Pos;
    assign GroundY1 = Ground_Y_Pos;
	 assign GroundX2 = Ground2_X_Pos;
    assign GroundY2 = Ground_Y_Pos;
	 assign GroundX3 = Ground3_X_Pos;
    assign GroundY3 = Ground_Y_Pos;
	 assign GroundX4 = Ground4_X_Pos;
    assign GroundY4 = Ground_Y_Pos;
	 assign GroundX5 = Ground5_X_Pos;
    assign GroundY5 = Ground_Y_Pos;
	 assign GroundX6 = Ground6_X_Pos;
    assign GroundY6 = Ground_Y_Pos;
	 assign GroundX7 = Ground7_X_Pos;
    assign GroundY7 = Ground_Y_Pos;
	 assign GroundX8 = Ground8_X_Pos;
    assign GroundY8 = Ground_Y_Pos;
	 assign GroundX9 = Ground9_X_Pos;
    assign GroundY9 = Ground_Y_Pos;
	 assign GroundX10 = Ground10_X_Pos;
    assign GroundY10 = Ground_Y_Pos;
    assign GroundX11 = Ground11_X_Pos;
    assign GroundY11 = Ground_Y_Pos;
	 assign GroundX12 = Ground12_X_Pos;
    assign GroundY12 = Ground_Y_Pos;
	 assign GroundX13 = Ground13_X_Pos;
    assign GroundY13 = Ground_Y_Pos;
	 assign GroundX14 = Ground14_X_Pos;
    assign GroundY14 = Ground_Y_Pos;
	 assign GroundX15 = Ground15_X_Pos;
    assign GroundY15 = Ground_Y_Pos;
	 assign GroundX16 = Ground16_X_Pos;
    assign GroundY16 = Ground_Y_Pos;
	 assign GroundX17 = Ground17_X_Pos;
    assign GroundY17 = Ground_Y_Pos;
endmodule 

===== flow/run.sh =====
#!/bin/bash
# OpenROAD 26Q1-2900-gdf79404cd8, Yosys 0.63+post, stock flow scripts
make -C /OpenROAD-flow-scripts/flow DESIGN_CONFIG=/design/flow/config.mk WORK_HOME=/design/flow/orfs finish

===== flow/config.mk =====
export PLATFORM = sky130hd
export DESIGN_NAME = ground
export DESIGN_NICKNAME = ground
export VERILOG_FILES = /design/flow/design.v
export SDC_FILE = /design/flow/constraint.sdc
export NUM_CORES = 4
export LEC_CHECK = 1
export CORE_UTILIZATION = 30

===== flow/constraint.sdc =====
current_design ground

set clk_period 16.3
set clk_io_pct 0.2

create_clock -name clk0 -period $clk_period [get_ports {Clk}]

set non_clock_inputs [all_inputs -no_clocks]
set_input_delay [expr $clk_period * $clk_io_pct] -clock clk0 $non_clock_inputs
set_output_delay [expr $clk_period * $clk_io_pct] -clock clk0 [all_outputs]

==> results_slide.txt <==
Synthesis and Place & Route Summary

CTS
  • Clk latency late pin: 0.44 ns
  • Root Buffer: clkbuf_16
  • H-tree Lvls: 4
  • Clock transition at path regs: 0.07 ns
  • Total clock sinks: 166
  • CTS tree: yes
  • Resized cells post-CTS: 0
  • CTS Hold Bufs: 0
  • TritonCTS buffer count: 17
  • Setup Fix Bufs, Post-CTS: 0
  • Clk buf depth: 2

Worst hold path
  • HP Class: flop to flop
  • Worst hold stages: 1

Synthesis
  • Top non-seq family: adder cells
  • Count of cell types in the netlist: 52
  • Flops out of synthesis: 166
  • Adder share: 16.7%
  • Ao+oa area frac: 15.6%
  • EDFF count, synth: 0
  • Chip Area, Yosys: 12900 sq um
  • Register area share after synthesis: 25.7%
  • YS warnings: 1
  • XOR-XNOR Cells, Area Fraction: under 10%
  • Synthesized instance count: 1522
  • Ys flop type: dfxtp_1
  • Syn_area_per_cell: 8.51 sq um
  • MUX area fraction: about 5.6%
  • Ys cells: between 1500 and 2000
  • And+or+nand+nor area frac: between 10% and 20%
  • Fraction of registers with async set/reset: 0%
  • Cell Area, Synth: 12900 sq um

Timing
  • Pins over their slew limit: 0
  • Min cycle time layout: 4.67 ns
  • Post-layout period usage: roughly 29%
  • Setup TNS: 0 ns
  • Finish-stage setup viols: 0
  • Max Fclk: 214 MHz
  • Skew final: between 0.009 and 0.01 ns
  • Total count of hold-check failures in the final report: 0
  • Slew at the pin closest to its max-slew limit: just under 0.7 ns
  • Max_slew headroom: 52.4%
  • Unrepaired setup endpoints after global routing: no

Setup path
  • Crit. path cell count: 1
  • CP Max Fanout: 4
  • CP Data Required Time: around 13 ns
  • Type of destination of the critical path: output port
  • Peak per-stage delay on the critical path: roughly 0.57 ns
  • Critical Path Start Type: flop
  • Family with the most delay on the worst path: buffers and inverters
  • Cells on worst reg2reg path: 9
  • Crit Path Category: flop to output port
  • Crit path cell chain: clkdlybuf4s50_1
  • CP max stage cell: clkdlybuf4s50_1
  • Crit path DAT: 1.41 ns
  • CP Buf/Inv Count: 1

Final layout
  • Design area: between 15000 and 20000 sq um
  • Filler Cell Count: 4184
  • Layout cell share with drive strength beyond 1: 3.88%
  • Area grow syn2layout: 19.3%

Detailed routing
  • DR iter-0 viols: about 490
  • Vias: 10400
  • First-pass DRT Iterations: 7
  • Routed WL per cell: between 10 and 15 um
  • Vias per inst: 4.60
  • ANT cells: 0
  • Total detailed-routing wirelength: approximately 33000 um
  • DRC: 0
  • Antenna Nets Post-Route: 0

Floorplan
  • Core outline area: 42200 sq um
  • Die width: approximately 210 um
  • Chip area: 44000 sq um
  • # IOs: 412
  • Initial Util: between 30% and 40%
  • Placement Rows: approximately 75
  • Die H: 210 um

Power and ir drop
  • Flop pwr share: between 40% and 50%
  • Combinational Power Share: 10.3%
  • Sw Share: 26.9%
  • Switching power: roughly 0.24 mW
  • Pint: 0.662 mW
  • Total leakage power: 6.50 nW
  • Peak supply drop: approximately 0.000053 V
  • Clock Power Share: 42.9%
  • PD cells: about 59 nW/um^2

Placement
  • Hpwl dp: 23500 um
  • Placed Area: ~15000 sq um
  • Port bufs: 213
  • Routability Congestion: between 0.8 and 0.9

Job
  • Tool Warnings: 25
  • Max Cap Viol: 0

Global route
  • Vias in the first global route: ~9500
  • First-pass GRT wire length: between 50000 and 60000 um
  • GRT Total Usage: 15.1%
  • Remaining Overflow, GRT: 0
  • Antenna violations before repair: 0
  • Largest net degree at the start of global routing: around 59

Outcome
  • Result of the run: finished, final reports clean
path summary, 6_finish.rpt:
check | from | end | slack [ns]
hold reg to reg | frame_clk_delayed | frame_clk_rising_edge | 0.38
setup / recovery | Ground12_X_Pos[2] | GroundX12[2] | 11.63
setup reg to reg | Ground_X_Motion[8] | Ground9_X_Pos[9] | 12.98
hold / removal | frame_clk_delayed | frame_clk_rising_edge | 0.38
power by group through the flow:
stage                 Combinational [mW]  Sequential (mW)  Clock (mW)
after CTS                         0.0949            0.424       0.406
after global routing               0.106            0.425       0.420
final                             0.0931            0.424       0.389
layer usage:
layer	share of wire (%)	wire (um)	global-route usage (%)
met5	0	0	0
met3	5.0	1630	2.71
met4	1.1	344	1.51
met2	44	14400	23.8
met1	50	16400	22.5
cells by family after synthesis:
kind of cell	Yosys count
AOI/OAI and AO/OA	306
muxes	72
xor gates and xnor gates	107
adders and majority gates	162
DFF	166
buffers and inverters	281
other	2
and+or+nand+nor	426
through the flow:
| stage | hold slack (ns) | utilization, % | std cells | worst slack [ns] | power, mW |
|---|---|---|---|---|---|
| floorplan | 0.367 | - | 1718 | 10.89 | 0.514 |
| global route | 0.393 | 36.6 | 2268 | 11.52 | 0.951 |
| CTS | 0.386 | 36.6 | 2268 | 11.56 | 0.924 |
| finish | 0.382 | 36.6 | 2268 | 11.63 | 0.905 |
| global placement | 0.366 | 35.3 | 2237 | 11.32 | 0.527 |
| detailed placement | 0.374 | 35.3 | 2237 | 11.34 | 0.527 |
cell usage in the layout, fill, tap and decap left out, drive strengths merged, types with 48 or more instances in the layout:
cell and count:
nor3 48, xnor2 80, a21oi 90, nand2 71, clkdlybuf4s50 212, nor2 171, o21ai 55, conb 198
mux2i 71, dfxtp 166, ha 144
worst register-to-register path, stage by stage (launching register included):
cell	delay, ns
dfxtp_4	0.50
buf_4	0.50
buf_4	0.59
ha_1	0.40
a21oi_1	0.22
o211ai_1	0.16
o41ai_1	0.37
mux2i_1	0.28
xnor2_1	0.14
nand2b_1	0.06
final cells by class:
type                    count  area [sq um]  share of cell area (%)
multi-input cells        1271          8550                    55.3
flip-flops and latches    166          3330                    21.6
repair buffers            226          2230                    14.4
well taps                 539           674                    4.36
clock buffers              18           439                    2.84
inverters                  35           131                   0.850
clock inverters            13          98.8                   0.640
synthesized netlist by cell type, drive strengths merged (2+ instances only):
library cell / number / area, sq um
buf: 219 / 1580
nor2: 171 / 642
dfxtp: 166 / 3320
ha: 144 / 1800
a21oi: 90 / 450
xnor2: 80 / 701
mux2i: 71 / 711
nand2: 71 / 267
o21ai: 55 / 275
nor3: 48 / 240
nand3: 44 / 220
inv: 35 / 131
clkbuf: 27 / 101
xor2: 27 / 236
o21bai: 23 / 173
o41ai: 23 / 209
or2: 21 / 131
a211oi: 20 / 150
nor2b: 20 / 125
o211ai: 20 / 150
fa: 18 / 360
or3: 14 / 87.6
nand2b: 12 / 75.1
o21a: 12 / 91.3
a211o: 11 / 96.3
a21o: 9 / 67.6
nand3b: 9 / 67.6
nor4: 9 / 56.3
o22ai: 9 / 56.3
a2111oi: 7 / 67.6
o32ai: 5 / 43.8
a21bo: 4 / 40.0
a31oi: 4 / 25.0
o31a: 4 / 35.0
a31o: 3 / 26.3
and3: 3 / 18.8
o2111ai: 3 / 26.3
conb: 2 / 7.51
nand4b: 2 / 17.5
o311ai: 2 / 17.5
or4: 2 / 15.0
Power is estimated from default activity; no workload was simulated.
